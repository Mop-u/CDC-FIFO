[flow/config.mk]
export PLATFORM = sky130hd
export DESIGN_NAME = CDC_FIFO
export DESIGN_NICKNAME = CDC_FIFO
export VERILOG_FILES = /design/flow/design.v
export SDC_FILE = /design/flow/constraint.sdc
export NUM_CORES = 4
export LEC_CHECK = 1
export CORE_UTILIZATION = 30
[flow/constraint.sdc]
current_design CDC_FIFO

set clk_period 5.1
set clk_io_pct 0.2

create_clock -name clk0 -period $clk_period [get_ports {clk_DA}]
create_clock -name clk1 -period $clk_period [get_ports {clk_DB}]

set non_clock_inputs [all_inputs -no_clocks]
set_input_delay [expr $clk_period * $clk_io_pct] -clock clk0 $non_clock_inputs
set_output_delay [expr $clk_period * $clk_io_pct] -clock clk0 [all_outputs]
[flow/design.v]
`timescale 1ns / 1ps
module CDC_FIFO #(
    parameter DataWidth = 32,
    parameter FifoDepth = 4   
)(
    input                      clk_DA,        
    input                      Push_DA,       
    input      [DataWidth-1:0] DataIn_DA,     
    output reg                 FifoFull_DA,   
    input                      rst,           
    input                      clk_DB,        
    input                      Deq_DB,        
    output reg                 DataValid_DB,  
    output reg [DataWidth-1:0] DataOut_DB     
);
localparam Depth = (FifoDepth < 4) ? 4 : FifoDepth;
localparam AddressWidth = $clog2(Depth);
reg  [DataWidth-1:0] SharedFifo [0:Depth-1];
reg  [AddressWidth-1:0] FifoHead_DA;
reg  [AddressWidth-1:0] FifoTail_DB;
wire [AddressWidth-1:0] FifoHeadNext_DA = (FifoHead_DA == Depth-1) ? '0 : (FifoHead_DA + 1);
wire [AddressWidth-1:0] FifoTailNext_DB = (FifoTail_DB == Depth-1) ? '0 : (FifoTail_DB + 1);
reg  [Depth-1:0] DataPush_DA;
reg  [Depth-1:0] DataAck_DB;
wire [Depth-1:0] SharedDataValid = (DataPush_DA ^ DataAck_DB);
reg  [Depth-1:0] SharedDataValid_DA;
reg  [Depth-1:0] SharedDataValid_DB;
always_ff @(posedge clk_DA, posedge rst) begin
    if(rst) SharedDataValid_DA <= '0;
    else    SharedDataValid_DA <= SharedDataValid;
end
always_ff @(posedge clk_DB, posedge rst) begin
    if(rst) SharedDataValid_DB <= '0;
    else    SharedDataValid_DB <= SharedDataValid;
end
wire PushEnable_DA = (Push_DA & !FifoFull_DA);
always_ff @(posedge clk_DA, posedge rst) begin
    if(rst) FifoFull_DA <= '0;
    else    FifoFull_DA <= SharedDataValid_DA[FifoHeadNext_DA];
end
reg  DataReady_DB;
always_ff @(posedge clk_DB, posedge rst) begin
    if(rst) DataReady_DB <= 0;
    else    DataReady_DB <= SharedDataValid_DB[FifoTailNext_DB];
end
always_ff @(posedge clk_DA, posedge rst) begin
    if(rst) begin
        DataPush_DA <= '0;
        FifoHead_DA <= '0;
    end
    else if(PushEnable_DA) begin
        SharedFifo[FifoHead_DA] <= DataIn_DA;
        DataPush_DA[FifoHead_DA] <= ~DataPush_DA[FifoHead_DA];
        FifoHead_DA <= FifoHeadNext_DA;
    end
end
always_ff @(posedge clk_DB, posedge rst) begin
    if(rst) begin
        DataAck_DB <= '0;
        FifoTail_DB <= '0;
        DataValid_DB <= '0;
        DataOut_DB <= '0;
    end
    else if(DataReady_DB & (!DataValid_DB|Deq_DB)) begin
        DataOut_DB  <= SharedFifo[FifoTail_DB];
        DataAck_DB[FifoTail_DB] <= ~DataAck_DB[FifoTail_DB];
        FifoTail_DB <= FifoTailNext_DB;
        DataValid_DB <= 1'b1;
    end
    else if(~DataReady_DB & Deq_DB) begin
        DataValid_DB <= 1'b0;
    end
end
endmodule
[flow/run.sh]
#!/bin/bash
# OpenROAD 26Q1-2900-gdf79404cd8, Yosys 0.63+post, stock flow scripts
make -C /OpenROAD-flow-scripts/flow DESIGN_CONFIG=/design/flow/config.mk WORK_HOME=/design/flow/orfs finish
==> notes.md <==
The multiplexer share of the synthesized area was 11.8%. The final timing report lists a max-slew violation count of 0. The analysis attributes to cell leakage a power of 3.36 nW. Following the worst setup path forward leads to its endpoint at SharedFifo[2][23].

Total wire length after detailed routing: 14000 microns. The worst register-to-register path has a depth of 5. The vertical die dimension reported for this design is 156 microns. After synthesis, the design contains 405 cells according to Yosys. Detailed-route iteration 0 reported a violation count of 201. The synthesized instance count is 405. Global route summary, busiest routing layer listed as met2. The min-delay analysis places its worst path in the category register to register. Hold-check failures listed in the final report amount to 0.

The stage logs contain a warning count of 36. The run gives 73.2% as the proportion of synthesized chip area in sequential cells. The run gives 3752 for the count of vias placed by the detailed router. For met1 alone, demand over resource in global routing was 16.8%. Half-perimeter wire length of the detailed placement result: 8190 microns. The largest net degree at the start of global routing was 56. After floorplanning, the core was divided into 56 placement rows. The top cell type by area accounts for 53.9% of the synthesized area. With the initial antenna violation count at 1, the number of buffers added on ports is 69. The global routing report lists met2 layer usage as 19.3%. Using the TritonRoute via totals, the vias-per-cell ratio works out to 4.59. STA classifies the critical path endpoint as a register. The area added between synthesis and finish is 24.5%, and the instance area at placement is 8150 sq um. In this run the remaining antenna-violating nets after routing total 0. The actual slew at the worst max-slew pin works out to 0.895 ns. In this run the power density over the cells is 580 nW/um^2.

The run gives 7.41% as the global routing usage on met3. Fraction of layout cells with a size suffix above 1: 16.9%. The cell-mix breakdown from Yosys lists the simple-gate area share as 2.33%.

Post-CTS repair changed the size of 0 cells. Setup repair after global routing left no endpoint under its margin. The count of non-filler cells in the finished layout was 817; the post-route setup TNS was 0 ns.

Summed area of non-filler cells in the final layout: 8880 sq um. A synthesized cell averages 17.6 sq um. Counting every sink on the clock net gives 183. The run gives 2 for the count of warnings emitted by yosys.

After detailed routing, the average wire length per cell comes to 17.1 microns. For reference, XOR and XNOR gates occupy 0.491% of the area reported after synthesis. For reference, the clock transition at the flip-flops on the worst setup and hold paths is 0.07 ns. Per the cell usage report, the commonest logic cells after layout are edfxtp_1, clkdlybuf4s50_1, dfrtp_1, inv_1, mux2i_1.

Per the slew report, the remaining headroom to the max-slew limit stands at 40.3%. Clock skew on the completed layout was measured at 0.00643 ns. The total area inside the core boundary comes to 23400 sq um. Global routing used 12.8% of the available tracks across all layers.

Looking at the post-CTS report, the setup buffer insertion count equals 0. Hold repair after CTS inserted 0 buffers. For this run, the final setup violation count is recorded as 0. In this run the VDD rail shows a maximum IR drop of 0.285 mV. The setup path with the least slack is of type primary input to register. The number of inserted filler cells in the final layout came out at 2145. For reference, the critical path is launched at Push_DA. Startpoint class of the critical path: a primary input. For the worst setup path, the data required time is 5.13 ns. The flow ran to the end, and the final reports show no timing, DRC or antenna violations.

The post-route utilization of the core is recorded as 37.9%. The placement summary gives the final routability congestion estimate as 0.833. The launch instance of the worst register-to-register path is FifoTail_DB[1]. TritonCTS built the clock tree.

The adder-cell share of the synthesized area was 2.11%. With the width of the chip at 156 microns, the tally of max-capacitance violations is 0. The die covers 24400 sq um. For the flop-to-flop setup slack, the log shows 2.97 ns. Ranked by total cell area, the synthesized netlist is headed by edfxtp_1, dfrtp_1, mux2_4.

The flop and latch count out of synthesis is 183, and the number of search-and-repair iterations in the first detailed-routing pass is 5. Via count of the first global-routing pass: 4087. After synthesis, the largest family of logic cells by area is multiplexers. According to the I/O placement log, the pin count is 71.

The tools report the chip area in the Yosys report as 7130 sq um. The most frequently placed logic cell in the final layout was edfxtp_1. The first global-routing pass estimated 22200 microns of wire. The cell type contributing the most total cell area after synthesis was edfxtp_1. After detailed placement, the design holds a cell count of 777.

Endpoint of the worst register-to-register path: DataOut_DB[23]. The maximum fanout count along the critical path was 32. The tools report the synthesized area as 7130 sq um. At the worst endpoint, the arrival time is 2.84 ns. With the count of unresolved DRC violations after routing at 0, the initial core utilization is 30.5%.

The run gives 32 for the number of unique standard cell types used by synthesis. Recorded from the global router log, the overflow total was 0. The AND-OR/OR-AND share of the synthesized area was 6.21%.
## state kept, by name (all words and copies together), names as in the netlist
register            flops
DataAck_DB              4
DataOut_DB             32
DataPush_DA             4
DataReady_DB            1
DataValid_DB            1
FifoFull_DA             1
FifoHead_DA             2
FifoTail_DB             2
SharedDataValid_DA      4
SharedDataValid_DB      4
SharedFifo            128
## cell usage after synthesis
cell type  instances
nor2b_1            2
o21ai_0            7
a41o_1             1
mux2_2             6
xor2_1             4
and4b_1            1
and3_1             2
inv_1             40
buf_2              9
and2_1             2
edfxtp_1         128
clkbuf_1           6
nor3b_1            2
mux4_2             2
nor3_1             2
ha_1              12
a222oi_1          32
a32o_1             3
nand2b_4           1
o41ai_1            1
mux2_4            26
nand2_1            6
a211oi_1           2
nor2_1             3
mux2i_1           34
and2_4             1
dfrtp_1           55
a22o_1             2
nand2b_1           2
a31oi_1            1
buf_6              5
nand3_1            5
## through the flow
step	hold WS [ns]	worst slack, ns	total power [W]
4_1_cts	0.420	2.32	0.00522
3_5_place_dp	0.499	1.90	0.00368
3_3_place_gp	0.500	1.94	0.00366
6_report	0.426	2.29	0.00515
5_1_grt	0.444	2.12	0.00545
2_1_floorplan	0.455	1.30	0.00312
## worst min path at each step
stage,start,endpoint,slack [ns],cells past startpoint
CTS,DataAck_DB[3],SharedDataValid_DA[3],0.42,1
global route,DataAck_DB[1],SharedDataValid_DA[1],0.44,1
finish,DataAck_DB[3],SharedDataValid_DA[3],0.43,1
## critical path, cell delays in order
cell             delay (ns)
clkdlybuf4s50_1        0.50
nor2b_1                0.42
and3_2                 0.85
## layout make-up
class | instances | area [sq um] | area share (%)
Sequential cell | 183 | 5220 | 58.8
Multi-Input combinational cell | 162 | 1660 | 18.7
Timing Repair Buffer | 73 | 721 | 8.12
Clock buffer | 25 | 562 | 6.33
Tap cell | 319 | 399 | 4.49
Clock inverter | 14 | 165 | 1.86
Inverter | 40 | 150 | 1.69
Antenna cell | 1 | 2.50 | 0.0282
## kinds of logic (layout without fill, tap and decap cells)
family	after synthesis	after routing
muxes	68	68
DFF	183	183
adders and majority gates	12	12
other	0	1
buffers and inverters	60	152
and+or+nand+nor	29	29
AOI/OAI and AO/OA	49	49
xor gates and xnor gates	4	4
## routing by layer
metal	vias to the layer above	wire length [microns]
met3	16	1460
met4	0	237
li1	1721	-
met5	-	0
met1	1826	5720
met2	189	6550
## where the power goes
| group | internal, W | total (W) | switching, W |
|---|---|---|---|
| clock network | 0.000945 | 0.00152 | 0.000580 |
| logic | 0.000862 | 0.00155 | 0.000687 |
| registers | 0.00191 | 0.00208 | 0.000174 |
No activity file was given, so power comes from the tool's default toggle rates.
